File: flow/design.v
`timescale 1ns / 1ps
`default_nettype none
module sram #(parameter ADDR_WIDTH=8, DATA_WIDTH=8, DEPTH=256, MEMFILE="") (
    input wire i_clk,
    input wire [ADDR_WIDTH-1:0] i_addr, 
    input wire i_write,
    input wire [DATA_WIDTH-1:0] i_data,
    output reg [DATA_WIDTH-1:0] o_data 
    );
    reg [DATA_WIDTH-1:0] memory_array [0:DEPTH-1]; 
    initial begin
        if (MEMFILE > 0)
        begin
            $display("Loading memory init file '" + MEMFILE + "' into array.");
            $readmemh(MEMFILE, memory_array);
        end
    end
    always @ (posedge i_clk)
    begin
        if(i_write) begin
            memory_array[i_addr] <= i_data;
        end
        else begin
            o_data <= memory_array[i_addr];
        end     
    end
endmodule
File: flow/run.sh
#!/bin/bash
# OpenROAD 26Q1-2900-gdf79404cd8, Yosys 0.63+post, stock flow scripts
make -C /OpenROAD-flow-scripts/flow DESIGN_CONFIG=/design/flow/config.mk WORK_HOME=/design/flow/orfs finish
File: flow/config.mk
export PLATFORM = sky130hd
export DESIGN_NAME = sram
export DESIGN_NICKNAME = sram
export VERILOG_FILES = /design/flow/design.v
export SDC_FILE = /design/flow/constraint.sdc
export NUM_CORES = 4
export LEC_CHECK = 1
export CORE_UTILIZATION = 50
File: flow/constraint.sdc
current_design sram

set clk_period 11.1
set clk_io_pct 0.2

create_clock -name clk0 -period $clk_period [get_ports {i_clk}]

set non_clock_inputs [all_inputs -no_clocks]
set_input_delay [expr $clk_period * $clk_io_pct] -clock clk0 $non_clock_inputs
set_output_delay [expr $clk_period * $clk_io_pct] -clock clk0 [all_outputs]
==> impl_metrics.ini <==
; physical design summary
[pwr]
finalPower_w = 0.01581
p_per_area_nw_per_um2 = 179.9
leakage_nw = 26.61
ir_drop_uv = 135.5

[clock_tree]
cts_resized = 0
cts_setup_buffers = 0
numCtsBuffers = 196
clk_path_buf_depth = 3
cts_root_buffer = clkbuf_16
clk_pin_slew_worst_paths_ns = 0.06
clkLatencyLatePin_ns = 0.82
cts_hold_buf = 0
clock-sinks = 2056
cts_tree = yes
cts.htree.levels = 4

[synthesis]
muxShareOfSynthArea_pct = 14.68
ys_sh_adder_pct = 0
yosys_warnings = 1
ys_seq_share_pct = 78.61
numSynthFlops = 2056
synthCells = 3545
ys_chip_area_um2 = 78530
xor_share_pct = 0
ys_types = 20
synth_area_per_cell_um2 = 22.15
ys_sh_simple_pct = 1.733
netlist_logic_family_top = multiplexers
synth-cells-yosys = 3545
synth_area_um2 = 78530
compound_area_share_pct = 3.620

[route]
routedWlPerCell_um = 31.53
first_iter_violations = 2334
drc_errors = 0
drt_pass1_iterations = 5
vias = 36700
routed_wl_um = 186400
via_per_inst = 6.207
ant_nets = 0

[final_timing]
tightest_slew_ns = 1.313
finalHoldViolCount = 0
slew_headroom_pct = 11.29
rsz0062_at_grt = no
whs_ns = 1.052
min_period_ns = 6.626
fmax_mhz = 150.9
setup_slack_ns = 4.474
tns_ns = 0
setup_viol = 0
report.final.slew_viol_count = 0
clock_skew_ns = 0.02107
period_used_pct = 59.70

[floorplanning]
rows = 145
die_area_um2 = 158700
core_um2 = 156000
die_h_um = 398.3
io_pins = 26
die_w_um = 398.3
initial_utilization_pct = 50.33

[critical_path]
crit_required_ns = 11.59
crit_fanout = 53
path_depth = 10
crit_slowest_cell = o41ai_1
worstSetupPathType = in2reg
cpMostUsedCell = buf_4
arrival_ns = 7.12
rr_worst_depth = 5
cp_top_family = buffers and inverters
crit_chain = buf_8 -> buf_4 -> buf_4 -> buf_4 -> mux4_2 -> a22oi_1 -> a21oi_1 -> o41ai_1 -> buf_4 -> nand4_1
end_kind = flop
startpoint_type = input pin
path_buffers = 5
r2r_start = memory_array[218][6]$_DFFE_PP_
cpPeakStageDelay_ns = 0.90
cp-startpoint = i_addr[0]

[cells_and_area]
synthToLayoutAreaGrowth_pct = 11.91
drive_gt1_share_pct = 24.73
fin_cells = 5912
layout_top_cell = edfxtp_1
lay_top_cells = edfxtp_1, mux4_2, a22oi_1

[global_routing]
antenna_found_initial = 5
grt_max_degree = 96
grt_pass1_vias = 41490
track_usage_pct = 27.29
grt_pass1_wl_um = 273300
overflow = 0

[placement]
dp.cells = 5546
routabilityCongestion = 0.8634
io_buffers = 25
hpwl_um = 112700
place_ws_ns = 3.447

[job]
warnings = 26
cap_viol_max_count = 0

[hold_path]
hp-class = reg2reg
hp-start = memory_array[35][6]$_DFFE_PP_
hold_depth = 5

[outcome]
status = finished, final reports clean
-- per-layer routing --
metal	global-route usage (%)	vias up	wire, um
li1	-	15370	-
met1	35.18	18680	59660
met2	38.17	2332	87160
met3	21.90	300	33290
met4	6.452	14	5775
met5	2.785	-	500
-- tightest hold or removal path: stages (launching register included) --
cell and delay [ns]:
edfxtp_1 0.31, mux4_2 0.22, a22oi_1 0.06, a21oi_1 0.17, o41ai_1 0.10, nand4_1 0.09
-- final timing paths --
path	endpoint	slack, ns
hold / removal	o_data[6]$_DFFE_PN_	1.05
setup / recovery	o_data[6]$_DFFE_PN_	4.47
setup reg to reg	o_data[6]$_DFFE_PN_	7.85
hold reg to reg	o_data[6]$_DFFE_PN_	1.05
-- layout make-up --
| cell class | instances | area [um^2] |
|---|---|---|
| multi-input cells | 1258 | 15790 |
| clock buffers | 254 | 5229 |
| fillers | 11090 | 68140 |
| repair buffers | 174 | 1444 |
| diodes | 4 | 10.01 |
| flip-flops and latches | 2056 | 61740 |
| clock inverters | 107 | 1094 |
| inverters | 1 | 3.754 |
| well taps | 2058 | 2575 |
-- synth_stat cells (all sizes together) --
| library cell | count | share of area [%] |
|---|---|---|
| mux4 | 512 | 15 |
| nor2 | 234 | 1.1 |
| and2 | 3 | 0.024 |
| a21oi | 128 | 0.82 |
| edfxtp | 2056 | 79 |
| or2 | 2 | 0.016 |
| inv | 1 | 0.0048 |
| nor3 | 27 | 0.17 |
| nor2b | 8 | 0.064 |
| nand3 | 17 | 0.11 |
| a22oi | 256 | 2.4 |
| o41ai | 32 | 0.36 |
| nand2 | 25 | 0.12 |
| buf | 90 | 0.68 |
| nand4 | 9 | 0.072 |
| clkbuf | 140 | 0.67 |
| nand2b | 5 | 0.040 |
-- cells by family (layout without fill, tap and decap cells) --
family,after synthesis,count (layout)
flops,2056,2056
mux,512,512
other cells,0,4
buf+inv,231,536
compound gates,416,416
simple gates,330,330
-- power breakdown --
part,total [W],leakage [nW],internal (W),switching [W]
combinational,0.000698,5.04,0.000241,0.000458
sequential,0.00857,18.5,0.00856,0.00000907
clock,0.00654,3.08,0.00380,0.00274
-- through the flow --
stage          area, um^2  util [%]
3_5_place_dp        81550     52.27
6_report            87880     56.33
3_3_place_gp        81550     52.27
4_1_cts             87870     56.32
2_1_floorplan       78530         -
5_1_grt             87870     56.32
-- sequential cells by signal (all words and copies together), names as in the netlist --
signal and cells:
o_data 8, memory_array 2048
Power is estimated from default activity; no workload was simulated.
