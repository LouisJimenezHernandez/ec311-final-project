<file path="./config.mk">
export PLATFORM = sky130hd
export DESIGN_NAME = score_to_7seg
export DESIGN_NICKNAME = score_to_7seg
export VERILOG_FILES = /design/flow/design.v
export SDC_FILE = /design/flow/constraint.sdc
export NUM_CORES = 4
export LEC_CHECK = 1
export CORE_AREA = 10 10 104 104
export DIE_AREA = 0 0 114 114
</file>
<file path="./design.v">
`timescale 1ns / 1ps
module dec_bcd(
    input wire [7:0] bin, bin2,  
    output reg [11:0] bcd, bcd2  
);
    reg [3:0] i;  
    always @(bin) begin
        bcd = 0; 
        for (i = 0; i < 8; i = i+1) begin
            bcd = {bcd[10:0],bin[7-i]}; 
            if(i < 7 && bcd[3:0] > 4) begin
		      bcd[3:0] = bcd[3:0] + 3;
		    end
            if(i < 7 && bcd[7:4] > 4) begin
                bcd[7:4] = bcd[7:4] + 3;
            end
            if(i < 7 && bcd[11:8] > 4) begin
                bcd[11:8] = bcd[11:8] + 3;  
            end
        end
    end  
       always @(bin2) begin
        bcd2 = 0; 
        for (i = 0; i < 8; i = i+1) begin
            bcd2 = {bcd2[10:0],bin2[7-i]}; 
            if(i < 7 && bcd2[3:0] > 4) begin
		      bcd2[3:0] = bcd2[3:0] + 3;
		    end
            if(i < 7 && bcd2[7:4] > 4) begin
                bcd2[7:4] = bcd2[7:4] + 3;
            end
            if(i < 7 && bcd2[11:8] > 4) begin
                bcd2[11:8] = bcd2[11:8] + 3;  
            end
        end
    end               
endmodule
`timescale 1ns / 1ps
module num_hex(
    input wire clk,  
    input wire [3:0] bnum,  
    output reg [6:0] hex_seg  
    );
    always @(posedge clk) begin
        case (bnum)
            4'b0000 : hex_seg <= ~7'h7E;  
            4'b0001 : hex_seg <= ~7'h30;  
            4'b0010 : hex_seg <= ~7'h6D;  
            4'b0011 : hex_seg <= ~7'h79;  
            4'b0100 : hex_seg <= ~7'h33;  
            4'b0101 : hex_seg <= ~7'h5B;  
            4'b0110 : hex_seg <= ~7'h5F;  
            4'b0111 : hex_seg <= ~7'h70;  
            4'b1000 : hex_seg <= ~7'h7F;  
            4'b1001 : hex_seg <= ~7'h7B;  
            4'b1010 : hex_seg <= ~7'h77;  
            4'b1011 : hex_seg <= ~7'h1F;  
            4'b1100 : hex_seg <= ~7'h4E;  
            4'b1101 : hex_seg <= ~7'h3D;  
            4'b1110 : hex_seg <= ~7'h4F;  
            4'b1111 : hex_seg <= ~7'h47;  
        endcase
     end
endmodule
`timescale 1ns / 1ps
module score_to_7seg(
    input wire clk,  
    input wire [8:0] currscore,
    input wire [8:0] currscore2,  
    output reg [7:0] anode,  
    output reg [6:0] segment  
    );
    wire [7:0] bcd_score,bcd_score2;  
    dec_bcd bcd(.bin(currscore),.bin2(currscore2), .bcd(bcd_score),.bcd2(bcd_score2));  
    wire [3:0] score1 = bcd_score[7:4];  
    wire [3:0] score2 = bcd_score[3:0];  
    wire [3:0] score3 = bcd_score2[7:4];  
    wire [3:0] score4 = bcd_score2[3:0];  
    wire [6:0] hseg1, hseg2,hseg3,hseg4;  
    num_hex hex1(.clk(clk), .bnum(score1), .hex_seg(hseg1));  
    num_hex hex2(.clk(clk), .bnum(score2), .hex_seg(hseg2));  
    num_hex hex3(.clk(clk), .bnum(score3), .hex_seg(hseg3));  
    num_hex hex4(.clk(clk), .bnum(score4), .hex_seg(hseg4));  
    reg counter = 0;  
    always @(posedge clk) begin
        case (counter)
            0: begin
                anode <= 8'b11111101;  
                segment <= hseg2;
            end
            1: begin 
                anode <= 8'b01111111;  
                segment <= hseg4;
            end
        endcase
        counter <= counter + 1;
        if (counter == 2) begin 
            counter <= 0;
        end
     end
endmodule
</file>
<file path="./run.sh">
#!/bin/bash
# OpenROAD 26Q1-2900-gdf79404cd8, Yosys 0.63+post, stock flow scripts
make -C /OpenROAD-flow-scripts/flow DESIGN_CONFIG=/design/flow/config.mk WORK_HOME=/design/flow/orfs finish
</file>
<file path="./constraint.sdc">
current_design score_to_7seg

set clk_period 5.0
set clk_io_pct 0.2

create_clock -name clk0 -period $clk_period [get_ports {clk}]

set non_clock_inputs [all_inputs -no_clocks]
set_input_delay [expr $clk_period * $clk_io_pct] -clock clk0 $non_clock_inputs
set_output_delay [expr $clk_period * $clk_io_pct] -clock clk0 [all_outputs]
</file>
==> flow_summary.yaml <==
# physical design summary
pwr:
  p_comb_share_pct: 62.4
  power_frac_seq_pct: 27.4
  power.density_nw_per_um2: 286
  switching_share_pct: 35.1
  finalPower_mw: 1.04
  p_sw_uw: 364
  power_frac_clock_pct: 10.1
  p_leak_nw: 1.52
  intPower_uw: 673
  ir_worst_vdd_uv: 135
synthesis:
  syn_area_per_cell_um2: 8.29
  ys_types: 74
  ys_ff: 24
  ys.flop_type: "dfxtp_1"
  postSynthSeqShare_pct: 20.5
  yosys_area_um2: 2350
  edf_count: 0
  synth_area_um2: 2350
  ys_warn_count: 7
  syn_inst: 283
  async_flop_share_pct: 0
  ys_cells: 283
critical_path:
  cp.arrival_ns: 4.98
  end_kind: "flip-flop"
  path_max_fanout: 8
  required_ns: 5.14
  critPathLaunchType: "input port"
  critPathKind: "in -> reg"
finish:
  drive_above_1_share_pct: 40.9
  stdcell_area_um2: 3630
  fin_cells: 492
  fin_util_pct: 41.8
  syn_to_final_growth_pct: 54.6
final_timing:
  fmax_mhz: 206
  fin_worst_skew_ns: 0.00184
  setup_viol: 0
  hold_viol: 0
  min_period_ns: 4.84
  post-route-period-util_pct: 96.9
  final_max_slew_viol_count: 0
route:
  first_pass_iters: 4
  detail-route-antenna-nets: 0
  num_vias: 2459
  viasPerCell: 5.00
  wirelength_um: 5790
  drc: 0
  antennaDiodeCount: 0
  routedWlPerCell_um: 11.8
  first_iter_violations: 72
place:
  dp_hpwl_um: 4460
  portBuffers: 25
  post_dp_cell_area_um2: 3270
  dp.cells: 479
  place.gp.congestion: 0.873
floorplan:
  die-height_um: 114
  initial_utilization_pct: 27.0
  num_io_pins: 34
  core_um2: 8680
  die_area_um2: 13000
  die_w_um: 114
  rows: 34
grt:
  track_usage_pct: 8.33
  grt_max_degree: 15
  antenna_found_initial: 0
  grt_overflow: 0
  grt_pass1_wl_um: 9650
  grt_pass1_vias: 2296
clock_network:
  clk_latency_ns: 0.25
  cts_tree: "done"
  clkTransAtPathRegs_ns: 0.07
  numCtsBuffers: 3
  htree_num_levels: 1
  ctsHoldBuffers: 0
  cts.path.max_buffers: 2
  clockRootBuffer: "clkbuf_8"
  clock-sinks: 24
flow_run:
  warning_count: 38
  maxCapViolCount: 0
run_status:
  outcome: "finished clean"
worst_hold_path:
  hp-class: "reg -> reg"
==> flip-flops by register name, summed over array words and instances (netlist names) <==
signal and count:
segment 7, anode 2, counter 1, hex2.hex_seg 7, hex4.hex_seg 7
==> power groups by stage <==
stage / Clock, mW / Sequential [mW] / Combinational (mW)
CTS: 0.107 / 0.286 / 0.607
global route: 0.116 / 0.292 / 0.713
finish: 0.105 / 0.284 / 0.647
==> what timing repair did <==
item                                    in CTS  in global routing
pin swaps                                   11                 19
gates resized                               24                 30
endpoints found under the setup margin       9                  9
setup buffers                                7                  3
==> final cells by class <==
type,instances,area [um^2]
tap,108,135
clock buffer,3,41.3
fill,829,5050
timing repair buffer,111,900
multi-input combinational,227,2000
inverter,19,71.3
sequential,24,480
==> path summary, 6_finish.rpt <==
check	slack (ns)	from	depth (start not counted)	to
worst max-delay path	0.16	currscore2[5]	17	hex4.hex_seg[6]$_DFF_P_
worst max register to register	3.97	counter$_DFF_P_	1	segment[6]$_DFF_P_
worst min-delay path	0.45	hex2.hex_seg[1]$_DFF_P_	1	segment[1]$_DFF_P_
worst min register to register	0.45	hex2.hex_seg[1]$_DFF_P_	1	segment[1]$_DFF_P_
==> kinds of logic after synthesis <==
group / Yosys count / share of synthesized area [%]
flops: 24 / 20.5
xor+xnor: 9 / 4.00
mux: 15 / 7.94
other cells: 1 / 0.160
compound gates: 84 / 28.9
buf+inv: 37 / 7.62
simple gates: 96 / 21.9
fa+ha+maj: 17 / 9.06
==> cells in the mapped netlist, types with 3 or more instances <==
master,instances,area [um^2]
clkbuf_1,8,30.0
ha_1,17,213
o22ai_1,4,25.0
mux2i_1,4,40.0
nor4_1,6,37.5
a21o_1,3,22.5
nand3_1,16,80.1
nor2b_1,4,25.0
nor3_1,11,55.1
o21ai_0,10,50.1
and2_1,5,31.3
o221ai_1,3,26.3
nand2_1,20,75.1
xnor2_1,5,43.8
dfxtp_1,24,480
mux2_2,8,90.1
nor4b_1,3,26.3
nand2b_1,5,31.3
o211ai_1,6,45.0
inv_1,19,71.3
a211o_1,3,26.3
a21oi_1,10,50.1
nor2_1,12,45.0
buf_4,6,45.0
o31ai_1,3,22.5
==> critical path: stages <==
cell and delay (ns):
clkdlybuf4s50_1 0.47, inv_1 0.05, ha_2 0.19, ha_2 0.19, buf_4 0.16, o311ai_4 0.30
o311a_4 0.27, nor2_1 0.07, a221oi_2 0.34, ha_2 0.25, nor3_1 0.05, or4_4 0.50
buf_4 0.16, o211ai_4 0.30, xor2_4 0.28, nor3b_1 0.09, a211o_1 0.30
==> per-layer routing <==
metal  global-route usage (%)  share of wire [%]
met1                     11.5                 49
met2                     14.3                 48
met3                     1.01                3.5
met4                    0.334                  0
met5                        0                  0
==> per-stage QoR <==
step	setup WS, ns	hold WS (ns)	TNS, ns
final	0.155	0.455	0
after global placement	-0.542	0.440	-4.15
after detailed placement	-0.549	0.443	-4.48
after CTS	0.0533	0.459	0
after global routing	-0.0241	0.477	-0.0398
after floorplan	0.0000915	0.329	0
==> cells in the final DEF (no fill, tap or decap), types with 4 or more instances in the layout <==
| cell type | Yosys | routed |
|---|---|---|
| ha_1 | 17 | 9 |
| nor2_1 | 12 | 11 |
| nand2b_1 | 5 | 5 |
| conb_1 | 1 | 6 |
| inv_2 | 0 | 7 |
| dfxtp_1 | 24 | 24 |
| nor3_1 | 11 | 10 |
| clkdlybuf4s50_1 | 0 | 22 |
| a21oi_1 | 10 | 8 |
| o21ai_0 | 10 | 5 |
| nand2_1 | 20 | 19 |
| nand3_1 | 16 | 15 |
| inv_1 | 19 | 12 |
| ha_4 | 0 | 4 |
| buf_4 | 6 | 85 |
| nor4_1 | 6 | 5 |
| o211ai_1 | 6 | 6 |
| ha_2 | 0 | 4 |
| mux2_2 | 8 | 7 |
| o21ai_2 | 2 | 6 |
| mux2i_1 | 4 | 4 |
Power is estimated from default activity; no workload was simulated.
